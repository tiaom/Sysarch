===== design/flow/constraint.sdc =====
current_design Division

set clk_period 10.7
set clk_io_pct 0.2

create_clock -name clk0 -period $clk_period [get_ports {clock}]

set non_clock_inputs [all_inputs -no_clocks]
set_input_delay [expr $clk_period * $clk_io_pct] -clock clk0 $non_clock_inputs
set_output_delay [expr $clk_period * $clk_io_pct] -clock clk0 [all_outputs]

===== design/flow/design.v =====
module Division(
	input         clock,
	input         start,
	input  [31:0] a,
	input  [31:0] b,
	output [31:0] q,
	output [31:0] r
);
 reg [31:0] q;
 reg [31:0] r;
 reg [31:0] rtemp;
 integer i;
	always @(posedge clock)
		begin
          if(start) begin  
			r = 32'd0;
			q = 32'd0;
			i = 31;
				end
		else begin 
             if(i >= 0) begin  
		     rtemp = 2 * r + a[i];
                if (rtemp < b) begin
                    q[i] = 0; r = rtemp; 
                end
                else begin 
                    q[i] = 1; r = rtemp - b; 
                end 
                i = i-1;
	        end 
             else begin end
	     end
     end
endmodule

===== design/flow/run.sh =====
#!/bin/bash
# OpenROAD 26Q1-2900-gdf79404cd8, Yosys 0.63+post, stock flow scripts
make -C /OpenROAD-flow-scripts/flow DESIGN_CONFIG=/design/flow/config.mk WORK_HOME=/design/flow/orfs finish

===== design/flow/config.mk =====
export PLATFORM = sky130hd
export DESIGN_NAME = Division
export DESIGN_NICKNAME = Division
export VERILOG_FILES = /design/flow/design.v
export SDC_FILE = /design/flow/constraint.sdc
export NUM_CORES = 4
export LEC_CHECK = 1
export CORE_UTILIZATION = 30

==> results.py <==
# Metrics from the implementation run
metrics = {
    "floorplan": {
        "fp_util_pct": 30.5,
        "die-area_sq_mm": 0.0253,
        "io_pins": 130,
        "num_rows": 57,
        "core_area_sq_mm": 0.0242,
        "die_h_um": 159,
        "fp.dieW_um": 159,
    },
    "routing": {
        "postRouteWirelength_mm": 20.0,
        "first_pass_iters": 5,
        "drt.antenna.violating_nets": 0,
        "via_per_inst": 5.13,
        "wire_per_inst_um": 14.7,
        "drc": 0,
        "num_vias": 6960,
        "n_antenna_cell": 0,
        "drt_iter0_drc": 400,
    },
    "clocking": {
        "ctsRootBufferMaster": "clkbuf_16",
        "cts_max_level": 3,
        "postCtsSetupBuffers": 0,
        "cts_tree": "done",
        "clk_pin_slew_ns": 0.08,
        "ctsResizeCount": 0,
        "cts_hold_buf": 0,
        "cts.sinks": 96,
        "cts_buffer_depth": 2,
        "worstSkewPairLatency_ns": 0.36,
        "numCtsBuffers": 9,
    },
    "setup_path": {
        "worstPathArrival_ns": 6.81,
        "path_common_cell": "mux2i_1",
        "rrSetupSlack_ns": 5.47,
        "crit_chain": "clkdlybuf4s50_1 -> mux4_1 -> mux4_2 -> mux2i_1 -> or3_1 -> ha_1 -> fa_1 -> nor2b_1 -> o31a_1 -> o31ai_1 -> a21oi_1 -> nor4_1 -> a211o_1 -> a21o_1 -> buf_4 -> mux2i_1 -> nor2_1 -> a211oi_1",
        "worstRegToRegCells": 18,
        "max_stage_delay_ns": 0.55,
        "cp-end-kind": "register",
        "crit_fanout": 28,
        "crit-reg2reg-launch": "i[1]",
        "regToRegEndpoint": "i[30]",
        "crit_slowest_cell": "nor4_1",
        "required_ns": 10.97,
        "path_class": "primary input to register",
        "startpoint": "a[9]",
        "worstSetupStartpointType": "primary input",
    },
    "run": {
        "warnings": 26,
        "cap_violations": 0,
    },
    "placed_design": {
        "dp_hpwl_mm": 14.5,
        "portBuffers": 129,
        "place.gp.congestion": 0.892,
    },
    "sta": {
        "worst_clock_skew_ns": 0.0101,
        "report.final.slew_viol_count": 0,
        "rsz0062_at_grt": "no",
        "finalCritPeriodShare_pct": 61.1,
        "slew_headroom_pct": 53.2,
        "fmax_mhz": 153,
        "tightest_slew_ns": 0.696,
        "setup_tns_ns": 0,
        "finalHoldViolCount": 0,
        "min_period_ns": 6.54,
        "setup_viol": 0,
    },
    "global_route": {
        "grt_max_degree": 61,
        "overflow": 0,
        "grt_pass1_wl_mm": 33.3,
        "grt_pass1_vias": 6588,
        "antenna_found_initial": 0,
        "grt.total_usage_pct": 16.2,
    },
    "power_and_ir_drop": {
        "vdd_drop_max_v": 0.0000767,
        "power_frac_clock_pct": 42.0,
        "leakagePower_uw": 0.00376,
        "power_density_mw_per_mm2": 88.3,
        "intPower_uw": 583,
        "power.switching_uw": 225,
        "pwr-share-comb_pct": 12.9,
        "seq_power_share_pct": 45.1,
        "switching_share_pct": 27.9,
    },
    "logic_synthesis": {
        "topCellsByArea": "dfxtp_1, nor2_1, ha_1, mux2i_1, xnor2_1",
        "synth-async-reset-ratio_pct": 0,
        "synth.most_common_cell": "nor2_1",
        "synth_area_leader_cell": "dfxtp_1",
        "syn_area_per_cell_sq_um": 7.80,
        "synth_cell_types": 79,
        "edf_count": 0,
        "synthCells": 949,
        "ys_seq_share_pct": 26.0,
        "flop_cell": "dfxtp_1",
        "yosysChipArea_sq_mm": 0.00740,
        "ys_cells": 949,
        "yosysTopAreaCellShare_pct": 26.0,
        "yosys-top-cells-count": "nor2_1, dfxtp_1, nand2_1, nand3_1, inv_1",
        "synth_flops": 96,
        "post_synth_instance_area_sq_mm": 0.00740,
        "ys.warnings.count": 1,
    },
    "layout": {
        "layout-drive-gt1-share_pct": 5.04,
        "fin_util_pct": 37.8,
        "synthToLayoutAreaGrowth_pct": 23.6,
    },
    "min_path": {
        "hold_path_class": "register to register",
        "hold_depth": 2,
    },
    "status": {
        "outcome": "finished clean",
    },
}
-- power groups by stage --
| stage | clock network, uW | registers (uW) | logic, uW |
|---|---|---|---|
| 6_report | 339 | 365 | 104 |
| 5_1_grt | 363 | 365 | 116 |
| 4_1_cts | 351 | 365 | 105 |
-- worst max-delay path: cells and delay by family --
kind	cells	cell delay, ns
AND-OR/OR-AND	6	1.30
adder cells (fa/ha/maj)	2	0.40
buffers and inverters	2	0.72
multiplexers	4	1.39
AND/OR/NAND/NOR	4	0.83
-- cells in the final DEF, fill, tap and decap left out, types with 10 or more instances in the layout --
master / n
o211ai_1: 10
nand3_1: 53
a21o_1: 12
ha_1: 35
xnor2_1: 43
o21ai_0: 29
nor4_1: 13
xor2_1: 30
nor2_1: 130
dfxtp_1: 96
a311oi_1: 16
nand4_1: 21
a21oi_1: 41
inv_1: 51
nor3_1: 25
o21a_1: 12
mux2i_1: 40
buf_4: 10
nand2_1: 82
clkdlybuf4s50_1: 128
-- kinds of logic (layout without fill, tap and decap cells) --
logic type,count (synthesis),in the layout,share of synthesized area (%)
flip-flops,96,96,26.0
XOR/XNOR,74,74,8.86
AND/OR/NAND/NOR,388,388,26.1
AND-OR/OR-AND,182,182,17.0
multiplexers,50,50,8.70
buffers and inverters,123,206,7.27
adder cells (fa/ha/maj),36,36,6.19
-- area by class of cell --
cell class / instances / area, sq um
clock buffer: 9 / 225
tap: 324 / 405
multi-input combinational: 730 / 4950
timing repair buffer: 139 / 1360
inverter: 51 / 191
sequential: 96 / 1920
fill: 2530 / 15100
clock inverter: 7 / 93.8
-- routing by layer --
metal  wire (um)  GRT usage (%)  up-vias
met4         199           1.53        0
li1            -              -     3561
met2        8770           25.1      182
met1        9910           24.7     3204
met3        1110           2.76       13
met5           0              0        -
-- how the worst max path moves through the flow --
stage	end	slack [ns]	cells after the start
6_report	r[0]	4.16	18
4_1_cts	r[0]	4.16	18
5_1_grt	r[0]	3.77	18
-- through the flow --
step	area, sq um	hold WS (ns)	std cells	setup slack [ns]	power (uW)
5_1_grt	9150	0.532	1356	3.77	844
6_report	9150	0.503	1356	4.16	808
2_1_floorplan	7400	0.440	949	4.91	435
3_5_place_dp	8830	0.487	1340	3.77	478
3_3_place_gp	8830	0.478	1340	3.81	477
4_1_cts	9150	0.507	1356	4.16	821
Power and IR drop assume default switching activity.
